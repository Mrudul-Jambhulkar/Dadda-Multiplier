File: run.sh
#!/bin/bash
# OpenROAD 26Q1-2900-gdf79404cd8, Yosys 0.63+post, stock flow scripts
make -C /OpenROAD-flow-scripts/flow DESIGN_CONFIG=/design/flow/config.mk WORK_HOME=/design/flow/orfs finish
File: constraint.sdc
current_design controller

set clk_period 1.0
set clk_io_pct 0.2

create_clock -name clk0 -period $clk_period [get_ports {clk}]

set non_clock_inputs [all_inputs -no_clocks]
set_input_delay [expr $clk_period * $clk_io_pct] -clock clk0 $non_clock_inputs
set_output_delay [expr $clk_period * $clk_io_pct] -clock clk0 [all_outputs]
File: design.v
module controller (
    input clk,              
    input start_stop,          
    input [31:0] douta,        
    output reg [15:0] a,       
    output reg [15:0] b,                
    output reg [2:0] addra  , 
	output en ,
	output [0:0] wea 
);
    reg [2:0] counter = 3'b000;       
    always @(posedge clk) begin
        if (start_stop) begin
            addra <= counter;
				b <= douta[31:16];
				a <= douta[15:0];  
        end
            if (counter < 5) begin
                counter <= counter + 1'b1;
            end else begin
                counter <= 0;  
            end
    end
	assign en=1;
	assign wea=0;
endmodule
File: config.mk
export PLATFORM = sky130hd
export DESIGN_NAME = controller
export DESIGN_NICKNAME = controller
export VERILOG_FILES = /design/flow/design.v
export SDC_FILE = /design/flow/constraint.sdc
export NUM_CORES = 4
export LEC_CHECK = 1
export CORE_UTILIZATION = 30
==> reports/results.txt <==
Outcome -> complete, no violations
Num Clock Sinks -> 38
Max-slew violations -> 0
FF+latch count, synth -> 38
FA/HA/MAJ Cells, Area Fraction -> 1.06%
Total Routing Usage GR -> 11.2%
Worst hold margin -> 470 ps
WP depth -> 1
Hold Crit Class -> input pin to register
Met1 usage -> 16.6%
Clock Power Share -> 30.7%
Psw -> 550 uW
Unique cell types -> 10
Die area -> 0.00418 mm2
Critical Path AT -> 770 ps
Cell Chain, Critical Path -> buf_2
Clk pin slew, worst setup/hold paths -> 70 ps
DR vias/cell -> 4.06
Cell family with most CP delay -> flip-flops
Ys cells -> 48
Syn Inst Count -> 48
Reg2reg path depth -> 3
Worst Hold Depth -> 1
Setup TNS -> 0 ps
Mux share -> 0.955%
Clock tree buffer depth -> 2
WL final -> 2.15 mm
Post-Synth Simple-Gate Area -> 0.955%
Area share, top type -> 89.2%
H-tree depth -> 2
Area leader, netlist -> edfxtp_1
CTS buffer count -> 5
Layout cells sized above 1 -> 38.2%
VDD IR max -> 0.749 mV
Final setup violating endpoints -> 0
Yosys Warn Count -> 1
Clock Root Buffer -> clkbuf_8
Row cnt -> 22
Detailed-route via count -> 694
Drt wl/cell -> 12.6 um
Endpoint class of the critical path -> primary output
CP max stage delay -> 360 ps
Largest net degree at the start of global routing -> 36
Post-synthesis sequential area ratio -> 94.3%
Met2 Track Usage GR -> 13.8%
First-pass GRT wire length -> 3.25 mm
Synth logic family -> buffers and inverters
Ao+oa area frac -> 0.849%
CP Launch Type -> register
Yosys xor share -> 0%
Fraction of power consumed by sequential logic -> 61.4%
Sw frac -> 18.0%
I/O Pins -> 71
Mapped cell area -> 0.00118 mm2
YS chip area -> 0.00118 mm2
Final Cycle Share -> 97.2%
Ant. Diodes -> 0
Total of max-cap violations -> 0
CTS tree -> yes
Crit Path Class -> register to primary output
Total tool warning count -> 26
LEAKAGE -> 0.000716 uW
Busiest layer in global routing -> met1
Total grt overflow -> 0
Die Wd -> 64.7 um
Initial antenna violation count -> 0
Post-CTS setup repair buffer count -> 0
Hold buffers post-CTS -> 0
Final Hold Vio Count -> 0
TritonRoute pass-1 iters -> 2
Synth area leaders -> edfxtp_1, dfxtp_1, buf_4
FP Core Util -> 31.7%
Slowest CP cell -> edfxtp_1
Met3 usage -> 8.39%
Buf/Inv on CP -> 1
Clk Latency, worst-skew pair -> 280 ps
CP Max Fanout -> 1
Logic pwr share -> 7.9%
Unrepaired setup endpoints after global routing -> true
Post-Syn Area per Cell -> 24.6 um2
Core area -> 0.00372 mm2
Final Worst Setup Slack -> 27.6 ps
Gpl congestion -> 0.700
Area Overhead vs Synth -> 56.3%
Pwr per Cell Area -> 1660 mW/mm2
DRC viols -> 0
Iter 0 DRT Violations -> 72
Pre-CTS setup slack -> -260 ps
Die Height -> 64.7 um
Antenna-violating nets left -> 0
Critical Path RT -> 800 ps
Input/output buffers -> 68
Fmax -> 1030 MHz
Clock skew -> 0.642 ps
Vias in the first global route -> 648
P_int -> 2500 uW
Fin crit period -> 972 ps
-- kinds of logic (layout without fill, tap and decap cells) --
logic type      Yosys count  in the layout
buf+inv                   2             77
fa+ha+maj                 1              1
mux                       1              1
simple gates              2              2
flops                    38             38
other cells               2              2
compound gates            2              2
-- cells in the mapped netlist, drive strengths merged --
cell type / count
edfxtp: 35
conb: 2
o21ai: 1
mux2: 1
dfxtp: 3
and2: 1
ha: 1
nor3: 1
a21oi: 1
buf: 2
-- power groups by stage --
stage	Sequential (uW)	Clock, uW	Combinational, uW
4_1_cts	1880	973	245
5_1_grt	1880	1050	265
6_report	1880	938	240
-- routing by layer --
layer | up-vias | routed length (um)
li1 | 329 | -
met1 | 303 | 840
met2 | 58 | 830
met3 | 4 | 453
met4 | 0 | 27
met5 | - | 0
-- timing repair --
action,4_1_cts,5_1_grt
cloned,0,0
endpoints found under the setup margin,35,14
gates resized,105,3
-- cell type report --
type	count	area [um2]
clock buffers	5	68.8
well taps	48	60.1
repair buffers	70	533
flip-flops and latches	38	1110
fillers	314	1870
clock inverters	2	10.0
multi-input cells	8	55.1
-- layout by cell type, fill, tap and decap left out --
cell             instances
clkinv_2                 2
clkdlybuf4s50_1         33
and2_1                   1
nor3_1                   1
buf_4                    1
buf_2                   35
ha_2                     1
clkbuf_8                 5
mux2_2                   1
buf_12                   1
a21oi_1                  1
o21ai_0                  1
dfxtp_1                  2
dfxtp_4                  1
edfxtp_1                35
conb_1                   2
-- registers in the layout, summed over array words and instances, names as in the netlist --
| signal | count |
|---|---|
| a | 16 |
| b | 16 |
| addra | 3 |
| counter | 3 |
-- final timing paths --
check	endpoint	start	slack, ps
max	b[7]	b[7]	30
min	a[5]	douta[5]	470
max reg2reg	counter[2]	counter[1]	60
min reg2reg	addra[1]	counter[1]	470
-- stage by stage --
stage	instance area, um2	total power (uW)	cells	utilization, %
after floorplan	1180	1900	48	-
after global placement	1930	2260	164	52.0
after detailed placement	1930	2260	164	52.0
after CTS	1840	3100	171	49.4
after global routing	1840	3200	171	49.6
final	1840	3050	171	49.6
Power and IR drop assume default switching activity.
